===== /design/flow/design.v =====
module ALU(
    data1_i,
    data2_i,
    ALUCtrl_i,
    data_o,
    Zero_o
);
input   signed  [31:0]  data1_i;
input   signed  [31:0]  data2_i;
input   [3:0]   ALUCtrl_i;
output  signed  [31:0]  data_o;
output  Zero_o;
reg [31:0]  tmp = 0;
always @ (data1_i or data2_i or ALUCtrl_i) begin
    case (ALUCtrl_i)
        0: tmp <= data1_i & data2_i;  
        1: tmp <= data1_i ^ data2_i;  
        2: tmp <= data1_i << data2_i;  
        3: tmp <= data1_i + data2_i;  
        4: tmp <= data1_i - data2_i;  
        5: tmp <= data1_i * data2_i;  
        6: tmp <= data1_i + data2_i;  
        7: tmp <= data1_i >>> data2_i[4:0];  
        8: tmp <= data1_i + data2_i;  
        9: tmp <= data1_i - data2_i;  
        default: tmp <= 0;
    endcase
end
assign data_o = tmp; 
endmodule

===== /design/flow/run.sh =====
#!/bin/bash
# OpenROAD 26Q1-2900-gdf79404cd8, Yosys 0.63+post, stock flow scripts
make -C /OpenROAD-flow-scripts/flow DESIGN_CONFIG=/design/flow/config.mk WORK_HOME=/design/flow/orfs finish

===== /design/flow/config.mk =====
export PLATFORM = sky130hd
export DESIGN_NAME = ALU
export DESIGN_NICKNAME = ALU
export VERILOG_FILES = /design/flow/design.v
export SDC_FILE = /design/flow/constraint.sdc
export NUM_CORES = 4
export LEC_CHECK = 1
export CORE_UTILIZATION = 40

===== /design/flow/constraint.sdc =====
current_design ALU

set clk_period 24.3
set clk_io_pct 0.2

create_clock -name clk0 -period $clk_period

set non_clock_inputs [all_inputs -no_clocks]
set_input_delay [expr $clk_period * $clk_io_pct] -clock clk0 $non_clock_inputs
set_output_delay [expr $clk_period * $clk_io_pct] -clock clk0 [all_outputs]

==> flow_metrics.tcl <==
# place-and-route summary
set metrics [dict create \
    rows 87 \
    coreArea_um2 56600 \
    ys_types 87 \
    top_cell_area_share 0.356 \
    whs_ns 10.78 \
    synth_chip_area_um2 23000 \
    status "completed" \
    cp_slowest_cell "fa_1" \
    end_kind "primary output" \
    fp_util 0.406 \
    hold_viol 0 \
    warnings 33 \
    swShare 0.579 \
    top_cells_by_area "fa_1 (36%), ha_1 (12%), and2_1 (9.4%)" \
    first_pass_iters 6 \
    ir_drop_v 0.000512 \
    cts_setup_buffers 0 \
    port_buffers 100 \
    hp-class "in -> out" \
    drive_gt1_frac 0.0624 \
    p_int_mw 2.39 \
    post-route-util 0.439 \
    synth_area_leader_cell "fa_1" \
    die_area_um2 58500 \
    crit_fanout 27 \
    drt_iter0_drc 1354 \
    max_cap_violations 0 \
    switching_power_mw 3.28 \
    top_layer_used "met5" \
    die-height_um 242 \
    postSynthSeqShare 0 \
    grt.total_usage 0.328 \
    antenna_left 0 \
    wl_met1_um 36600 \
    start_kind "primary input" \
    critPathKind "in -> out" \
    grt_pass1_vias 20800 \
    ys_warn_count 2 \
    flops 0 \
    instances_no_fill 3470 \
    grt_pass1_wl_um 135000 \
    area_growth_pct 8.13 \
    vias 19800 \
    vias_per_cell 5.71 \
    p_leak_nw 11.5 \
    ys_cells 2711 \
    post-place-ws_ns 6.13 \
    synth_cells 2711 \
    nFillCells 5504 \
    layout.area.seq_um2 0 \
    syn_avg_cell_area_um2 8.48 \
    post-route-drc-count 0 \
    postCtsHoldBufs 0 \
    dpl.hpwl_um 67500 \
    met3WireLength_um 10100 \
    grt_max_degree 62 \
    fin_setup_tns_ns 0 \
    crit_path_max_incr_delay_ns 0.55 \
    finalPower_mw 5.67 \
    fmax_mhz 54.8 \
    antenna_found_initial 4 \
    wl_per_cell_um 25.7 \
    relSlewSlack 0.299 \
    dieWidth_um 242 \
    netlist_area_um2 23000 \
    setup_ws_ns 6.07 \
    fin_crit_sh 0.750 \
    slew_violations 0 \
    cts_resized 0 \
    logic_area_um2 20700 \
    stdcell_area_um2 24900 \
    critPathRequiredTime_ns 19.44 \
    powerDensity_nw_per_um2 228 \
    period_needed_ns 18.23 \
    routed_wl_um 89000 \
    placed_cells 3466 \
    cp_data_arrival_time_ns 13.37 \
    setup_violations 0 \
    endpoint "data_o[30]" \
    rsz0062_at_grt "false" \
    place_area_um2 24900 \
    place_congestion 1.07 \
    critPathLaunch "data2_i[0]" \
    met2_length_um 38900 \
    cp_common_cell "fa_1" \
    clockBufferCount 0 \
    tightest_slew_ns 1.04 \
    io_pins 101 \
    overflow 0 \
]
[worst min path at each step]
| stage | start | to | slack (ns) | depth (start not counted) |
|---|---|---|---|---|
| finish | data2_i[1] | data_o[1] | 10.78 | 4 |
| global route | data2_i[1] | data_o[1] | 10.80 | 4 |
| CTS | data2_i[1] | data_o[1] | 10.77 | 4 |
[synth_stat cells (all sizes together), types with 8 or more instances]
master and n:
inv 419, fa 409, and2 346, nand2 224, ha 214, clkbuf 157
nor2 143, o21ai 104, a21oi 89, xnor2 83, mux2i 62, xor2 50
mux4 40, buf 34, nor3 26, nand2b 25, a211oi 21, a222oi 21
or3 20, o211ai 16, nand3 15, o221ai 14, a21o 13, o21a 13
o31ai 13, nor2b 11, a22oi 10, o22ai 8
[placed cells by master (no fill, tap or decap), types with 5 or more instances in the layout]
| master | count |
|---|---|
| o22ai_1 | 8 |
| xnor2_1 | 83 |
| a222oi_1 | 21 |
| nand2_1 | 224 |
| o221ai_1 | 12 |
| nor3_1 | 24 |
| and3_1 | 6 |
| mux4_2 | 40 |
| fa_1 | 409 |
| clkdlybuf4s50_1 | 95 |
| ha_1 | 214 |
| or2_2 | 6 |
| nand3_1 | 15 |
| nor2b_1 | 11 |
| a21o_1 | 13 |
| o211ai_1 | 16 |
| a221oi_1 | 5 |
| xor2_1 | 50 |
| nor2_1 | 142 |
| or3_1 | 18 |
| o311ai_0 | 7 |
| o21ai_0 | 102 |
| o31ai_1 | 12 |
| buf_4 | 92 |
| and2_1 | 346 |
| nand4_1 | 6 |
| a22oi_1 | 10 |
| nand2b_1 | 24 |
| inv_1 | 418 |
| a31oi_1 | 6 |
| o2111ai_1 | 7 |
| o41ai_1 | 5 |
| o21a_1 | 13 |
| mux2i_1 | 62 |
| a21oi_1 | 88 |
| a211oi_1 | 19 |
| nor3b_1 | 5 |
[metal layers]
layer  GRT usage  up-vias
li1            -     8743
met1       0.468     9945
met2       0.474      974
met3       0.127      165
met4      0.0990        2
met5      0.0106        -
[final cells by class]
class | instances | share of cell area
multi-input combinational | 2100 | 0.832
timing repair buffer | 190 | 0.0666
inverter | 420 | 0.0634
tap | 756 | 0.0380
antenna | 4 | 0.000402
[logic make-up (layout without fill, tap and decap cells)]
group	after synthesis	after routing	synth area share
muxes	106	106	0.0681
adders and majority gates	623	623	0.472
AOI/OAI and AO/OA	385	385	0.113
buffers and inverters	611	610	0.102
and+or+nand+nor	852	852	0.194
other	1	5	0.000163
xor gates and xnor gates	133	133	0.0506
[power groups by stage]
| stage | Sequential (mW) | Combinational (mW) | Clock [mW] |
|---|---|---|---|
| CTS | 0 | 5.69 | 0 |
| global route | 0 | 6.23 | 0.00000000551 |
[worst max-delay path, delay by kind of cell]
kind | cells | cell delay (ns)
AND-OR/OR-AND | 7 | 2.08
AND/OR/NAND/NOR | 2 | 0.30
buffers and inverters | 8 | 1.82
multiplexers | 1 | 0.16
adder cells (fa/ha/maj) | 9 | 4.08
