==> ./design.v <==
module IF_ID(
    clk_i,
    instruction_i,
    PC_i,
    Stall_i,
    Flush_i,
    instruction_o,
    PC_o,
);
input   clk_i;
input   [31:0]  instruction_i;
input   [31:0]  PC_i;
input   Stall_i;
input   Flush_i;
output  [31:0]  instruction_o;
output  [31:0]  PC_o;
reg [31:0]  instruction = 0;
reg [31:0]  PC = 0;
always@(posedge clk_i) begin
    if(~Stall_i) begin
        if(Flush_i) begin
            instruction <= 0;
            PC <= 0;
        end
        else begin
            instruction <= instruction_i;
            PC <= PC_i;
        end
    end
end
assign instruction_o = instruction;
assign PC_o = PC;
endmodule
module ID_EX(
    clk_i,
    RegWrite_i,
    MemtoReg_i,
    MemRead_i,
    MemWrite_i,
    ALUOp_i,
    ALUSrc_i,
    rs_1_i,
    rs_2_i,
    rs_1_index_i,
    rs_2_index_i,
    ImmGen_i,
    funct_i,
    rd_i,
    RegWrite_o,
    MemtoReg_o,
    MemRead_o,
    MemWrite_o,
    ALUOp_o,
    ALUSrc_o,
    rs_1_o,
    rs_2_o,
    rs_1_index_o,
    rs_2_index_o,
    ImmGen_o,
    funct_o,
    rd_o,
    Stall_i
);
input   clk_i;
input   RegWrite_i;
input   MemtoReg_i;
input   MemRead_i;
input   MemWrite_i;
input   [1:0]   ALUOp_i;
input   ALUSrc_i;
input   [31:0]  rs_1_i;
input   [31:0]  rs_2_i;
input   [4:0]   rs_1_index_i;
input   [4:0]   rs_2_index_i;
input   [31:0]  ImmGen_i;
input   [9:0]   funct_i;
input   [4:0]   rd_i;
input   Stall_i;
output  RegWrite_o;
output  MemtoReg_o;
output  MemRead_o;
output  MemWrite_o;
output  [1:0]   ALUOp_o;
output  ALUSrc_o;
output  [31:0]  rs_1_o;
output  [31:0]  rs_2_o;
output  [4:0]   rs_1_index_o;
output  [4:0]   rs_2_index_o;
output  [31:0]  ImmGen_o;
output  [9:0]   funct_o;
output  [4:0]   rd_o;
reg   RegWrite = 0;
reg   MemtoReg = 0;
reg   MemRead = 0;
reg   MemWrite = 0;
reg   [1:0]   ALUOp = 0;
reg   ALUSrc = 0;
reg   [31:0]  rs_1 = 0;
reg   [31:0]  rs_2 = 0;
reg   [4:0]  rs_1_index = 0;
reg   [4:0]  rs_2_index = 0;
reg   [31:0]  ImmGen = 0;
reg   [9:0]  funct = 0;
reg   [4:0]  rd = 0;
always@(posedge clk_i) begin
    if(~Stall_i) begin
        RegWrite <= RegWrite_i;
        MemtoReg <= MemtoReg_i;
        MemRead <= MemRead_i;
        MemWrite <= MemWrite_i;
        ALUOp <= ALUOp_i;
        ALUSrc <= ALUSrc_i;
        rs_1 <= rs_1_i;
        rs_2 <= rs_2_i;
        rs_1_index <= rs_1_index_i;
        rs_2_index <= rs_2_index_i;
        ImmGen <= ImmGen_i;
        funct <= funct_i;
        rd <= rd_i;
    end
end
assign RegWrite_o = RegWrite;
assign MemtoReg_o = MemtoReg;
assign MemRead_o = MemRead;
assign MemWrite_o = MemWrite;
assign ALUOp_o = ALUOp;
assign ALUSrc_o = ALUSrc;
assign rs_1_o = rs_1;
assign rs_2_o = rs_2;
assign rs_1_index_o = rs_1_index;
assign rs_2_index_o = rs_2_index;
assign ImmGen_o = ImmGen;
assign funct_o = funct;
assign rd_o = rd;
endmodule
module EX_MEM(
    clk_i,
    RegWrite_i,
    MemtoReg_i,
    MemRead_i,
    MemWrite_i,
    RegWrite_o,
    MemtoReg_o,
    MemRead_o,
    MemWrite_o,
    ALU_res_i,
    ALU_res_o,
    rs_2_i,
    rs_2_o,
    rd_i,
    rd_o,
    Stall_i
);
input   clk_i;
input   RegWrite_i;
input   MemtoReg_i;
input   MemRead_i;
input   MemWrite_i;
input   [31:0]  rs_2_i;
input   [4:0]   rd_i;
input   [31:0]  ALU_res_i;
input Stall_i;
output  RegWrite_o;
output  MemtoReg_o;
output  MemRead_o;
output  MemWrite_o;
output  [31:0]  rs_2_o;
output  [4:0]   rd_o;
output  [31:0]  ALU_res_o;
reg   RegWrite = 0;
reg   MemtoReg = 0;
reg   MemRead = 0;
reg   MemWrite = 0;
reg   [31:0]    rs_2 = 0;
reg   [4:0]     rd = 0;
reg   [31:0]    ALU_res = 0;
always@(posedge clk_i) begin
    if(~Stall_i) begin
        RegWrite <= RegWrite_i;
        MemtoReg <= MemtoReg_i;
        MemRead <= MemRead_i;
        MemWrite <= MemWrite_i;
        rs_2 <= rs_2_i;
        rd <= rd_i;
        ALU_res <= ALU_res_i;
    end
end
assign RegWrite_o = RegWrite;
assign MemtoReg_o = MemtoReg;
assign MemRead_o = MemRead;
assign MemWrite_o = MemWrite;
assign rs_2_o = rs_2;
assign rd_o = rd;
assign ALU_res_o = ALU_res;
endmodule
module MEM_WB(
    clk_i,
    RegWrite_i,
    MemtoReg_i,
    RegWrite_o,
    MemtoReg_o,
    ALU_res_i,
    ALU_res_o,
    Mem_res_i,
    Mem_res_o,
    rd_i,
    rd_o,
    Stall_i
);
input   clk_i;
input   RegWrite_i;
input   MemtoReg_i;
input   [4:0]  rd_i;
input   [31:0]  ALU_res_i;
input   [31:0]  Mem_res_i;
input   Stall_i;
output  RegWrite_o;
output  MemtoReg_o;
output  [4:0]  rd_o;
output  [31:0] ALU_res_o;
output  [31:0] Mem_res_o;
reg   RegWrite = 0;
reg   MemtoReg = 0;
reg   [4:0]  rd = 0;
reg   [31:0]    ALU_res = 0;
reg   [31:0]    Mem_res = 0;
always@(posedge clk_i) begin
    if(~Stall_i) begin
        RegWrite <= RegWrite_i;
        MemtoReg <= MemtoReg_i;
        rd <= rd_i;
        ALU_res <= ALU_res_i;
        Mem_res <= Mem_res_i;
    end
end
assign RegWrite_o = RegWrite;
assign MemtoReg_o = MemtoReg;
assign rd_o = rd;
assign ALU_res_o = ALU_res;
assign Mem_res_o = Mem_res;
endmodule
==> ./run.sh <==
#!/bin/bash
# OpenROAD 26Q1-2900-gdf79404cd8, Yosys 0.63+post, stock flow scripts
make -C /OpenROAD-flow-scripts/flow DESIGN_CONFIG=/design/flow/config.mk WORK_HOME=/design/flow/orfs finish
==> ./config.mk <==
export PLATFORM = sky130hd
export DESIGN_NAME = EX_MEM
export DESIGN_NICKNAME = EX_MEM
export VERILOG_FILES = /design/flow/design.v
export SDC_FILE = /design/flow/constraint.sdc
export NUM_CORES = 4
export LEC_CHECK = 1
export CORE_UTILIZATION = 40
==> ./constraint.sdc <==
current_design EX_MEM

set clk_period 1.0
set clk_io_pct 0.2

create_clock -name clk0 -period $clk_period [get_ports {clk_i}]

set non_clock_inputs [all_inputs -no_clocks]
set_input_delay [expr $clk_period * $clk_io_pct] -clock clk0 $non_clock_inputs
set_output_delay [expr $clk_period * $clk_io_pct] -clock clk0 [all_outputs]
==> run summary <==
Synthesis and PnR results.

- The chip occupies 5790 um^2.
- The number of antenna violations at the first check in global routing reads 0.
- All stages included, the depth of the critical timing path comes to 1.
- The placed instances occupy a cell area of 3800 um^2.
- The DRC marker count from the first detailed-route iteration reads 50.
- The power report puts the leakage power at 1.44 nW.
- In the global route stage, overall resource usage came out at 18.7%.
- Entering global routing, the biggest net connects 39 pins.
- The synth_stat.txt file lists the number of cells as 74.
- The global-route congestion overflow total is 0.
- The final RePlAce weighted congestion reads 0.812.
- The diode insertion count for antenna repair reads 0.
- The layout-stage area growth over the synthesis result reads 66.9%.
- The class of the tightest hold or removal check reads in -> reg.
- The routed length per placed instance reads 15.7 um.
- Nets still carrying antenna violations after routing amount to 0.
- Setup repair after global routing could not meet its margin everywhere.
- The power density normalized to cell area reads 1650 nW/um^2.
- The mean post-synth cell area is 29.7 um^2.
- The critical path class is reg -> out.
- The time the final worst path needs with I/O delays and setup is 1.03 ns.
- The total number of vias reads 1,318.
- The checks that failed: negative setup slack.
- The flow ran to the end, but the final reports show violations.
- The maximum achievable frequency is 0.973 GHz.
- The number of logic gates is 0.
- The internal power summed over all cells reads 4.93 mW.
- The average vias per placed instance reads 4.22.
- After routing, the total negative slack on setup checks comes to -0.350 ns.
- From left edge to right edge, the die measures 76.1 um.
- The total of max-cap violations is 0.
- The total wire length reads 4.91 mm.
- The timing report gives the clock slew at the launch and capture registers of the worst setup and hold paths as 0.07 ns.
- The detailed-router iteration count before antenna repair reads 4.
- The nature of the critical path startpoint is a flop.
- The total tool warning count is 29.
- STA classifies the critical path endpoint as a primary output.
- STA puts the critical path data required time at 0.80 ns.
- The last timing report of the flow puts the setup violation total at 37.
- The via count of the first global-routing pass reads 1,335.
- The initial cell density of the core reads 42.2%.
- The category of cells accounting for the largest share of critical-path delay is flip-flops.
- The total standard cell area after synthesis is 2200 um^2.
- The final critical-path setup slack is -0.0281 ns.
- The combinational gate area is 0 um^2.
- The clock tree root buffer cell reads clkbuf_8.
- The clock network accounts for 29.7% of the total power.
- The area of the placeable core reads 5200 um^2.
- The number of flip-flops and latches in the synthesized netlist reads 73.
- The switching part of the total power reads 18.4%.
- The number of buffer cells added on primary ports reads 147.
- The worst supply voltage drop on vdd is 0.00106 V.
- The number of cell rows reads 26.
- The cell taking the most area after synthesis reads edfxtp_1.
- The sequential element share of the synthesized area reads 99.8%.
- The timing endpoint of the critical path reads RegWrite_o.
- The minimum setup slack after placement is -0.332 ns.
- The I/O pin total reads 148.
- Per the post-synthesis report, the number of cells in the design is 74.
- The remaining max-slew budget at the tightest pin is 83.9%.
- The sequential power share reads 60.9%.
- The delay of the slowest cell on the worst path is 0.38 ns.
- The relative contribution of combinational cells to total power reads 9.4%.
- Looking at the clock tree report, the H-tree level count equals 3.
- The final hold violation count is 0.
- Once layout is complete, the utilization of the core stands at 70.4%.
- The slew at the pin closest to its max-slew limit is 0.242 ns.
- In the finished design, the share of the clock period the worst path needs comes to 103%.
- The critical path arrival is 0.83 ns.
- Counting both buffers and inverters, the worst setup path holds a total of 1.
- STA lists the maximum fanout along the critical path as 1.
- Walking the worst path, the cells encountered are buf_2.
- The share of the synthesized area in the top cell type reads 99.8%.
- The TritonCTS clock tree reads built.
- The number of CTS-inserted buffers reads 9.
- The share of layout cells above drive strength 1 reads 37.6%.
- Ranked by total cell area, the synthesized netlist is headed by edfxtp_1 100%, inv_1 0.17%.
- The wire length of the first global-routing pass is 7.38 mm.
- The height of the die reads 76.1 um.
- For this run, the number of Yosys warnings is 1.
- The chip area estimate from yosys synthesis is 2200 um^2.
- The maximum buffer depth of the clock tree is 2.
- Per the OpenROAD power report, switching power amounts to 1.12 mW.
- The number of sinks on the clock net reads 73.
- The DRC violation count after routing reads 0.
- After synthesis, the netlist uses 2 different library cells.
- The area of all placed cells without fillers reads 3660 um^2.
- Among all stages on the critical path, the largest delay is contributed by edfxtp_1.
- The number of pins exceeding their max-slew limit in the final report is 0.
- The origin of the worst setup path is RegWrite.
-- synth_stat cells --
cell type,number
edfxtp_1,73
inv_1,1
-- layout make-up --
class	count	area, um^2
timing repair buffer	152	1220
tap	70	87.6
fill	372	1540
sequential	73	2190
clock buffer	11	131
inverter	1	7.51
clock inverter	5	22.5
-- layout by cell type (no fill, tap or decap) --
cell             count
edfxtp_1            73
buf_2               73
clkbuf_1             2
buf_12               2
dlymetal6s2s_1       1
clkinvlp_4           1
clkdlybuf4s50_1     73
clkinv_1             2
clkbuf_8             9
clkbuf_16            3
clkinv_2             3
-- power groups by stage --
stage,Combinational [mW],Sequential (mW),Clock (mW)
CTS,0.549,3.69,1.87
global route,0.616,3.70,2.02
finish,0.571,3.68,1.80
-- how the worst min path moves through the flow --
stage / slack [ns] / depth (start not counted) / start / end
CTS: 0.41 / 1 / ALU_res_i[25] / ALU_res[25]
global route: 0.40 / 1 / rs_2_i[4] / rs_2[4]
finish: 0.42 / 1 / ALU_res_i[25] / ALU_res[25]
-- flip-flops by register name (all words and copies together), names as in the netlist --
register,count
MemtoReg,1
MemRead,1
rs_2,32
rd,5
MemWrite,1
ALU_res,32
RegWrite,1
-- logic make-up after synthesis --
| group | Yosys count | share of synthesized area [%] |
|---|---|---|
| flops | 73 | 99.8 |
| buf+inv | 1 | 0.171 |
-- through the flow --
| step | std cells | total power [mW] | hold slack, ns |
|---|---|---|---|
| 2_1_floorplan | 74 | 3.74 | 0.299 |
| 3_3_place_gp | 293 | 4.51 | 0.755 |
| 3_5_place_dp | 293 | 4.52 | 0.758 |
| 4_1_cts | 309 | 6.10 | 0.407 |
| 5_1_grt | 312 | 6.34 | 0.401 |
| 6_report | 312 | 6.05 | 0.424 |
-- what timing repair did --
| action | in CTS | in global routing |
|---|---|---|
| setup endpoints to repair | 73 | 134 |
| buffers inserted | 0 | 0 |
| hold buffers | 0 | 0 |
| gates resized | 220 | 1 |
| gates cloned | 0 | 3 |
-- per-layer routing --
layer	wire (um)	vias to the layer above	track usage, %	share of wire, %
met3	628	7	8.64	13
met4	82	0	3.65	1.7
li1	-	623	-	-
met5	0	-	0	0
met1	1920	595	33.1	39
met2	2270	93	25.2	46
No activity file was given, so power comes from the tool's default toggle rates.
